$ cat run.sh
#!/bin/bash
# OpenROAD 26Q1-2900-gdf79404cd8, Yosys 0.63+post, stock flow scripts
make -C /OpenROAD-flow-scripts/flow DESIGN_CONFIG=/design/flow/config.mk WORK_HOME=/design/flow/orfs finish
$ cat config.mk
export PLATFORM = sky130hd
export DESIGN_NAME = toASCII
export DESIGN_NICKNAME = toASCII
export VERILOG_FILES = /design/flow/design.v
export SDC_FILE = /design/flow/constraint.sdc
export NUM_CORES = 4
export LEC_CHECK = 1
export CORE_AREA = 10 10 82 82
export DIE_AREA = 0 0 92 92
$ cat constraint.sdc
current_design toASCII

set clk_period 2.5
set clk_io_pct 0.2

create_clock -name clk0 -period $clk_period

set non_clock_inputs [all_inputs -no_clocks]
set_input_delay [expr $clk_period * $clk_io_pct] -clock clk0 $non_clock_inputs
set_output_delay [expr $clk_period * $clk_io_pct] -clock clk0 [all_outputs]
$ cat design.v
module toASCII (
    input [7:0]addr,
    output reg[7:0]val
);
always@(*)begin
    case(addr)
        8'h1c:val=8'h61; 
        8'h32:val=8'h62; 
        8'h21:val=8'h63; 
        8'h23:val=8'h64; 
        8'h24:val=8'h65; 
        8'h2b:val=8'h66; 
        8'h34:val=8'h67; 
        8'h33:val=8'h68; 
        8'h43:val=8'h69; 
        8'h3b:val=8'h6a; 
        8'h42:val=8'h6b; 
        8'h4b:val=8'h6c; 
        8'h3a:val=8'h6d; 
        8'h31:val=8'h6e; 
        8'h44:val=8'h6f; 
        8'h4d:val=8'h70; 
        8'h15:val=8'h71; 
        8'h2d:val=8'h72; 
        8'h1b:val=8'h73; 
        8'h2c:val=8'h74; 
        8'h3c:val=8'h75; 
        8'h2a:val=8'h76; 
        8'h1d:val=8'h77; 
        8'h22:val=8'h78; 
        8'h35:val=8'h79; 
        8'h1a:val=8'h7a; 
        8'h45:val=8'h30; 
        8'h16:val=8'h31; 
        8'h1e:val=8'h32; 
        8'h26:val=8'h33; 
        8'h25:val=8'h34; 
        8'h2e:val=8'h35; 
        8'h36:val=8'h36; 
        8'h3d:val=8'h37; 
        8'h3e:val=8'h38; 
        8'h46:val=8'h39; 
        default:val=8'h00;
    endcase
end
endmodule
==> metrics.cfg <==
[finish]
nClkBuffers=0
stdcell_count=255
n_sequential_cell=0
areaGrowthSynthToFinish_pct=102
area_used_by_multi_input_combinational_logic_um2=890
layout.filler_cells=522
postLayoutCoreUtil_pct=31.4
drive_above_1_share_pct=53.5
storage_cell_area_um2=0

[detailed_routing]
met3_length_um=182
final_antenna_net_count=0
routed_wire_length_per_instance_um=13.4
dr.pass1.iters=4
wl_met2_mm=1.64
drt_iter0_drc=74
antennaDiodeCount=0
top_sig_layer=met4
wl_met1_mm=1.55
route.final.wire_length_mm=3.41
vias=1177
avgViaCountPerCell=4.62
remaining_drc_errors=0

[floorplan]
rows=26
io-pin-count=16
floorplan.core_util_pct=15.6
core-area_mm2=0.00507
floorplan.die.height_um=92
die-width_um=92
die_area_mm2=0.00846

[global_route]
antenna_violations_before_repair=0
grt_start_max_net_pins=11
vias_in_the_first_global_route=1245
grt_pass1_wl_mm=5.78
globalRouteTotalUtil_pct=7.95
grt_overflow=0

[setup_path]
worstSetupStartpointType=primary input
crit_path_end_kind=output port
kind_of_critical_path=in2out
timing.critical_path.required_ns=2.00
path_max_fanout=4
cp_data_arrival_time_ns=2.13

[timing]
max_clock_freq_ghz=0.380
final_critical_path_setup_slack_ns=-0.133
final_critical_path_share_of_the_clock_period_pct=105
report.final.setup_viol=1
final_hold_viol_count=0
finalCriticalPeriod_ns=2.63
rsz_0062_raised_after_global_routing=yes
final-max-slew-violation-count=0

[pwr]
power.static_leakage_nw=0.693
power-per-cell-area_mw_per_mm2=158
power.total_mw=0.252
max-vdd-ir-drop_mv=0.0370

[flow_run]
max_cap_violations=0
log.warning_count=39

[placement]
gpl.final_weighted_congestion=0.980
detailedPlacementHpwl_mm=2.64
place.detailed.instances=247
number_of_port_buffers=15

[yosys]
ys_seq_share_pct=0
yosys.stat.chipArea_um2=791
syn_inst=121
synth.avg_cell_area_um2=6.54
ys_cells=121
synthDistinctLibCells=39
post_synth_instance_area_um2=791
ys.warnings.count=1

[run_status]
violations_in_the_final_reports=setup timing
outcome=finished, violations left

[hold_path]
hold_class=in2out

worst max-delay path, cell delays in order:
cell and delay [ns]:
buf_8 0.10, buf_6 0.12, ha_4 0.15, or3b_4 0.36
o21a_1 0.11, mux4_2 0.45, a31o_1 0.23, buf_2 0.11
power breakdown:
part           switching (mW)  internal, mW  leakage (nW)
clock network               0             0             0
registers                   0             0             0
logic                   0.118         0.134         0.693
total                   0.118         0.134         0.693
layout make-up:
cell class                      count  share of cell area [%]
Inverter                            8                    2.04
Multi-Input combinational cell    103                    55.8
Tap cell                           70                    5.49
Timing Repair Buffer               74                    36.7
cell usage in the layout, fill, tap and decap left out, types with 3 or more instances in the layout:
master / synthesis / final
nor2b_1: 5 / 3
clkbuf_2: 0 / 4
nand2_1: 10 / 9
ha_1: 7 / 3
nand3b_1: 3 / 3
ha_4: 0 / 4
nand2b_1: 7 / 6
o21ai_0: 5 / 4
mux2_2: 3 / 3
nor2_1: 6 / 5
buf_2: 2 / 3
mux2i_1: 3 / 3
a21oi_1: 14 / 12
buf_6: 0 / 8
inv_1: 7 / 5
a31oi_1: 4 / 3
buf_4: 2 / 52
dlygate4sd2_1: 0 / 4
o211ai_1: 3 / 3
per-layer routing:
metal / vias to the layer above / GRT usage [%]
met3: 4 / 1.98
met1: 563 / 9.69
met2: 25 / 14.0
met5: - / 0
met4: 0 / 1.16
li1: 585 / -
path summary, 6_finish.rpt:
path / start / to / slack [ns] / cells past startpoint
setup / recovery: addr[1] / val[1] / -0.13 / 8
hold / removal: addr[3] / val[2] / 1.63 / 5
timing repair:
action,4_1_cts,5_1_grt
gates cloned,1,0
resized,67,19
buffers inserted,6,1
pin swaps,12,9
endpoints found under the setup margin,7,5
hold buffers,0,0
Yosys cell counts, drive strengths merged, types with 4 or more instances:
cell | n | area share (%)
nand2b | 7 | 5.5
buf | 4 | 3.2
nor2 | 6 | 2.8
ha | 7 | 11
nand2 | 10 | 4.7
a21oi | 14 | 8.9
a31oi | 4 | 3.2
inv | 8 | 3.8
nor2b | 5 | 4.0
clkbuf | 6 | 2.8
o21ai | 6 | 3.8
cell families (layout without fill, tap and decap cells):
kind of cell | after synthesis | count (layout) | share of synthesized area, %
AOI/OAI and AO/OA | 48 | 48 | 41.0
adders and majority gates | 7 | 7 | 11.1
buffers and inverters | 18 | 82 | 9.81
muxes | 7 | 7 | 10.9
other | 1 | 1 | 0.474
and+or+nand+nor | 40 | 40 | 26.7
through the flow:
stage | TNS, ns | hold WS (ns) | worst slack, ns | area, µm²
CTS | -0.164 | 1.68 | -0.164 | 1540
finish | -0.133 | 1.63 | -0.133 | 1600
global route | -0.181 | 1.71 | -0.181 | 1600
floorplan | 0 | 1.01 | 0.0859 | 791
detailed placement | -5.14 | 2.09 | -0.928 | 1360
global placement | -5.23 | 2.09 | -0.927 | 1360
Power figures rest on the tool's default switching activity, not on a simulated workload.
