$ cat run.sh
#!/bin/bash
# OpenROAD 26Q1-2900-gdf79404cd8, Yosys 0.63+post, stock flow scripts
make -C /OpenROAD-flow-scripts/flow DESIGN_CONFIG=/design/flow/config.mk WORK_HOME=/design/flow/orfs finish
$ cat config.mk
export PLATFORM = sky130hd
export DESIGN_NAME = seg
export DESIGN_NICKNAME = seg
export VERILOG_FILES = /design/flow/design.v
export SDC_FILE = /design/flow/constraint.sdc
export NUM_CORES = 4
export LEC_CHECK = 1
export CORE_AREA = 10 10 70 70
export DIE_AREA = 0 0 80 80
$ cat constraint.sdc
current_design seg

set clk_period 1.0
set clk_io_pct 0.2

create_clock -name clk0 -period $clk_period

set non_clock_inputs [all_inputs -no_clocks]
set_input_delay [expr $clk_period * $clk_io_pct] -clock clk0 $non_clock_inputs
set_output_delay [expr $clk_period * $clk_io_pct] -clock clk0 [all_outputs]
$ cat design.v
module seg(
    input [3:0]in,
    output reg[7:0]out
);
always @(*) begin
    case(in)
        4'b0000:out=8'b00000011;
        4'b0001:out=8'b10011111;
        4'b0010:out=8'b00100101;
        4'b0011:out=8'b00001101;
        4'b0100:out=8'b10011001;
        4'b0101:out=8'b01001001;
        4'b0110:out=8'b01000001;
        4'b0111:out=8'b00011111;
        4'b1000:out=8'b00000001;
        4'b1001:out=8'b00001001;
        4'b1010:out=8'b00010001;
        4'b1011:out=8'b11000001;
        4'b1100:out=8'b01100011;
        4'b1101:out=8'b10000101;
        4'b1110:out=8'b00100001;
        4'b1111:out=8'b01110001;
    endcase
end
endmodule
==> reports/results.tsv <==
stage	metric	value	unit
flow_run	MaxCap Viol Count	0	
placed_design	port bufs	11	
power_and_ir_drop	Switching Fraction	36.4	%
route	Pre-antenna DRT Iters	2	
yosys	Avg Cell Area, Syn	9.07	um^2
final_layout	area growth from synthesis to layout	148	%
power_and_ir_drop	cell-internal power	0.170	mW
worst_setup_path	CP Data Arrival Time	1190	ps
worst_setup_path	Crit. End Element	output port	
sta	final hold viol count	0	
sta	final setup margin	-388	ps
route	Post-Route WL	908	um
route	antenna viol nets, final	0	
sta	fin crit period	1390	ps
power_and_ir_drop	logic gate share of total power	100.0	%
yosys	Unique cell types	19	
power_and_ir_drop	power density cells	370	nW/um^2
global_routing	largest net degree at the start of global routing	8	
global_routing	first-pass GRT wire length	1510	um
yosys	Yosys Instances	32	
worst_setup_path	CP max stage delay	460	ps
route	total number of vias	339	
route	wire length per cell	8.33	um
power_and_ir_drop	maximum vdd drop	0.132	mV
route	# diodes	0	
final_layout	share of layout cells above drive strength 1	77.8	%
power_and_ir_drop	Switching Power	0.0972	mW
worst_setup_path	crit path cell chain	buf_8 -> buf_6 -> ha_4 -> mux4_2 -> buf_2	
route	via/cell ratio	3.11	
sta	Hold Slack	871	ps
flow_run	Tool Warnings	41	
final_layout	sequential cell area	0	um^2
yosys	Synth area leader	ha_1	
worst_setup_path	Slowest cell on crit path	mux4_2	
sta	Achievable Freq	720	MHz
final_layout	fin util	21.1	%
power_and_ir_drop	Clock Power Share	0	%
die	die height	80	um
yosys	Syn Inst Count	32	
sta	Finish-stage setup viols	7	
outcome	failing checks	setup timing	
die	row cnt	21	
route	DRC Markers	0	
die	FP Core Util	8.50	%
sta	post-layout period usage	139	%
yosys	register area share after synthesis	0	%
yosys	top cells by area	ha_1 (30%), mux2i_1 (14%), mux4_1 (9.1%), a22o_1 (6.0%), mux2_4 (5.2%)	
yosys	Netlist Area Pre-Place	290	um^2
yosys	Synth top area share	30.2	%
placed_design	Post-DP HPWL	668	um
route	DR iter-0 viols	2	
power_and_ir_drop	Leakage	0.335	nW
die	die area	6400	um^2
global_routing	total track usage	2.73	%
clock_network	# hold bufs at CTS	0	
final_layout	clkbuf count	0	
global_routing	number of global-route vias before repair	349	
yosys	Synth Warn #	1	
final_layout	fill cell count	377	
placed_design	placer congestion estimate	0.733	
worst_setup_path	WS Path Type	in -> out	
worst_setup_path	Startpoint Class	input pin	
worst_setup_path	critical path required time	800	ps
yosys	Yosys Chip Area	290	um^2
worst_setup_path	Worst Path Max Fanout	5	
power_and_ir_drop	power share of the sequential group	0	%
sta	fin. max-slew vios	0	
die	die width	80	um
outcome	outcome	finished with violations	
final_layout	logic area	350	um^2
sta	unrepaired setup endpoints after global routing	yes	
worst_setup_path	CP bufs+invs	3	
final_layout	Seq cells	0	
global_routing	total gr overflow	0	
die	core area	3420	um^2
die	I/O pin cnt	12	
worst_setup_path	CP top delay family	multiplexers	
min_path	Hold WC Path Type	in -> out	
global_routing	initial antenna violation count	0	
## cells by family (layout without fill, tap and decap cells)
family                     count (synthesis)  after routing  share of synthesized area [%]
and+or+nand+nor                            4              4                           7.33
other                                      1              1                           1.29
muxes                                      7              7                           31.9
xor gates and xnor gates                   1              1                           3.02
adders and majority gates                  7              7                           30.2
buffers and inverters                      6             37                           12.1
AOI/OAI and AO/OA                          6              6                           14.2
## power groups by stage
stage / registers (mW) / logic [mW] / clock network, mW
after CTS: 0 / 0.269 / 0
after global routing: 0 / 0.290 / 0
final: 0 / 0.267 / 0
## final timing paths
check | start | to | cells after the start
max | in[0] | out[4] | 5
min | in[3] | out[4] | 3
## per-stage QoR
step | instances | TNS (ps) | area (um^2) | worst slack (ps) | total power [mW]
floorplan | 32 | -369 | 303 | -208 | 0.0881
global placement | 100 | -7800 | 552 | -1230 | 0.210
detailed placement | 100 | -7780 | 552 | -1220 | 0.211
CTS | 109 | -2060 | 721 | -395 | 0.269
global route | 109 | -2280 | 721 | -426 | 0.290
finish | 109 | -2030 | 721 | -388 | 0.267
## per-layer routing
layer	GRT usage (%)	wire length [um]	vias to the layer above
li1	-	-	174
met2	4.49	401	7
met1	3.71	450	158
met3	0.682	55	0
met4	0	0	0
met5	0	0	-
## cell usage in the layout (no fill, tap or decap), drive strengths merged, types with 2 or more instances in the layout
master / Yosys / layout
mux2i: 4 / 4
inv: 3 / 3
a21oi: 2 / 2
ha: 7 / 7
buf: 3 / 33
mux2: 2 / 2
a22o: 2 / 2
## tightest hold or removal path, cell delays in order
cell and delay, ps:
buf_2 150, mux4_2 230, buf_2 100
## repair_timing
| item | 4_1_cts | 5_1_grt |
|---|---|---|
| pin swaps | 8 | 2 |
| resized | 71 | 0 |
| endpoints found under the setup margin | 7 | 7 |
| buffers inserted | 9 | 0 |
## synthesized netlist by cell type
cell and instances:
inv_1 3, mux2i_1 4, mux4_1 1, ha_1 7, a21o_1 1, buf_6 1
xnor2_1 1, buf_2 1, nor2_1 1, nor2b_1 1, a21oi_1 2, a22o_1 2
conb_1 1, nand2b_1 1, o22ai_1 1, nor3_1 1, buf_4 1, mux2_2 1
mux2_4 1
## final cells by class
class | count | share of cell area (%)
multi-input cells | 26 | 48.6
repair buffers | 34 | 40.8
well taps | 46 | 7.99
inverters | 3 | 2.60
No activity file was given, so power comes from the tool's default toggle rates.
